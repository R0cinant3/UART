### /design/flow/config.mk
export PLATFORM = sky130hd
export DESIGN_NAME = uart_controller
export DESIGN_NICKNAME = uart_controller
export VERILOG_FILES = /design/flow/design.v
export SDC_FILE = /design/flow/constraint.sdc
export NUM_CORES = 4
export LEC_CHECK = 1
export CORE_UTILIZATION = 30
### /design/flow/constraint.sdc
current_design uart_controller

set clk_period 4.0
set clk_io_pct 0.2

create_clock -name clk0 -period $clk_period [get_ports {i_clk}]

set non_clock_inputs [all_inputs -no_clocks]
set_input_delay [expr $clk_period * $clk_io_pct] -clock clk0 $non_clock_inputs
set_output_delay [expr $clk_period * $clk_io_pct] -clock clk0 [all_outputs]
### /design/flow/design.v
module binary_to_7segment
    (
        input i_clk,
        input [3:0] i_binary_num,
        output o_segment_a,
        output o_segment_b,
        output o_segment_c,
        output o_segment_d,
        output o_segment_e,
        output o_segment_f,
        output o_segment_g
    );
    reg [6:0] r_hex_encoding = 7'h00;
    always @(posedge i_clk)
        begin
            case(i_binary_num)
                4'b0000 : r_hex_encoding <= 7'h7E;
                4'b0001 : r_hex_encoding <= 7'h30;
                4'b0010 : r_hex_encoding <= 7'h6D;
                4'b0011 : r_hex_encoding <= 7'h79;
                4'b0100 : r_hex_encoding <= 7'h33;
                4'b0101 : r_hex_encoding <= 7'h5B;
                4'b0110 : r_hex_encoding <= 7'h5F;
                4'b0111 : r_hex_encoding <= 7'h70;
                4'b1000 : r_hex_encoding <= 7'h7F;
                4'b1001 : r_hex_encoding <= 7'h7B;
                4'b1010 : r_hex_encoding <= 7'h77;
                4'b1011 : r_hex_encoding <= 7'h1F;
                4'b1100 : r_hex_encoding <= 7'h4E;
                4'b1101 : r_hex_encoding <= 7'h3D;
                4'b1110 : r_hex_encoding <= 7'h4F;
                4'b1111 : r_hex_encoding <= 7'h47;
            endcase
        end
    assign o_segment_a = r_hex_encoding[6];
    assign o_segment_b = r_hex_encoding[5];
    assign o_segment_c = r_hex_encoding[4];
    assign o_segment_d = r_hex_encoding[3];
    assign o_segment_e = r_hex_encoding[2];
    assign o_segment_f = r_hex_encoding[1];
    assign o_segment_g = r_hex_encoding[0];
endmodule
`timescale 1ns / 1ps
module clock_divider
    #(
        parameter INPUT_FREQUENCY = 100000000,
        parameter OUTPUT_FREQUENCY = 1
      )
    (
    input i_clk,
    output o_clk
    );
    localparam CLOCK_CYCLES = INPUT_FREQUENCY / (2*OUTPUT_FREQUENCY) - 1;
    integer counter_value = 0;
    reg r_divided_clk = 0;
    always @(posedge i_clk) begin
        if(counter_value <  CLOCK_CYCLES)
            counter_value <= counter_value + 1;
        else begin
            counter_value <= 0;
            r_divided_clk <= ~r_divided_clk;
        end
    end   
    assign o_clk = r_divided_clk;
endmodule
`timescale 1ns / 1ps
module uart_controller(
    input i_clk,
    input i_uart_rx,
    input i_rst_n,
    output o_segment_a,
    output o_segment_b,
    output o_segment_c,
    output o_segment_d,
    output o_segment_e,
    output o_segment_f,
    output o_segment_g,
    output o_anode_1,
    output o_anode_2,
    output o_anode_3,
    output o_anode_4,
    output o_anode_5,
    output o_anode_6,
    output o_anode_7,
    output o_anode_8
    );
    wire w_rx_valid;
    wire [7:0] w_rx_byte;
    reg [3:0] r_num = 0;
    reg [1:0] r_refresh_counter = 0;
    wire w_clk_10kHz;
    wire w_segment_a;
    wire w_segment_b;
    wire w_segment_c;
    wire w_segment_d;
    wire w_segment_e;
    wire w_segment_f;
    wire w_segment_g;
    reg r_anode_1;
    reg r_anode_2;
    reg r_anode_3;
    reg r_anode_4;
    reg r_anode_5;
    reg r_anode_6;
    reg r_anode_7;
    reg r_anode_8;
    parameter c_DIVIDED_FREQ = 10000;
    parameter c_BASE_FREQ = 100000000;
    always @(posedge w_clk_10kHz) begin
        if(r_refresh_counter == 3)
            r_refresh_counter <= 0;
        else
            r_refresh_counter <= r_refresh_counter + 1;
    end
    always @(r_refresh_counter) begin
        r_anode_1 <= 1'b1;
        r_anode_2 <= 1'b1;
        r_anode_3 <= 1'b1;
        r_anode_4 <= 1'b1;
        r_anode_5 <= 1'b1;
        r_anode_6 <= 1'b1;
        r_anode_7 <= 1'b1;
        r_anode_8 <= 1'b1;
        case(r_refresh_counter)
            2'b00 : 
                begin
                    r_num <= w_rx_byte[7:4];
                    r_anode_1 <= 1'b0;
                    r_anode_5 <= 1'b0;
                end
            2'b01 : 
                begin
                    r_num <= w_rx_byte[3:0];
                    r_anode_2 <= 1'b0;
                    r_anode_6 <= 1'b0;               
                end
            2'b10 :
                begin
                    r_num <= 4'b0000;
                    r_anode_3 <= 1'b0;
                    r_anode_7 <= 1'b0;                
                end
            2'b11 :
                begin
                    r_num <= 4'b0000;
                    r_anode_4 <= 1'b0;
                    r_anode_8 <= 1'b0;               
                end
        endcase 
    end
    binary_to_7segment binary_to_7segment_inst
        (
            .i_clk(i_clk),
            .i_binary_num(r_num),
            .o_segment_a(w_segment_a),
            .o_segment_b(w_segment_b),
            .o_segment_c(w_segment_c),
            .o_segment_d(w_segment_d),
            .o_segment_e(w_segment_e),
            .o_segment_f(w_segment_f),
            .o_segment_g(w_segment_g)
        );
    clock_divider 
        #(
            .INPUT_FREQUENCY(c_BASE_FREQ), 
            .OUTPUT_FREQUENCY(c_DIVIDED_FREQ)
        ) clock_divider_inst1
        (
            .i_clk(i_clk),
            .o_clk(w_clk_10kHz)
        );
    uart_rx 
    #(
        .CLK_RATE(100000000),
        .BAUD_RATE(115200),
        .WORD_LENGTH(8)
    ) uart_rx_inst
    (
        .i_rst_n(i_rst_n),
        .i_clk(i_clk),
        .i_rx_serial(i_uart_rx),
        .o_rx_valid(w_rx_valid),
        .o_rx_byte(w_rx_byte)
    );
    assign o_anode_1 = r_anode_1;
    assign o_anode_2 = r_anode_2;
    assign o_anode_3 = r_anode_3;
    assign o_anode_4 = r_anode_4;
    assign o_anode_5 = r_anode_5;
    assign o_anode_6 = r_anode_6;
    assign o_anode_7 = r_anode_7;
    assign o_anode_8 = r_anode_8;
    assign o_segment_a = ~w_segment_a;
    assign o_segment_b = ~w_segment_b;
    assign o_segment_c = ~w_segment_c;
    assign o_segment_d = ~w_segment_d;
    assign o_segment_e = ~w_segment_e;
    assign o_segment_f = ~w_segment_f;
    assign o_segment_g = ~w_segment_g;
endmodule
`timescale 1ns / 1ps
module uart_rx
    #(
    parameter CLK_RATE = 100000000,
    parameter BAUD_RATE = 115200,
    parameter WORD_LENGTH = 8
    )
    (
    input i_rst_n,
    input i_clk,
    input i_rx_serial,
    output o_rx_valid,
    output [WORD_LENGTH-1:0] o_rx_byte
    );
localparam CLKS_PER_BIT = CLK_RATE/BAUD_RATE;
localparam IDLE = 3'b000;
localparam RX_START = 3'b001;
localparam RX_DATA = 3'b010;
localparam RX_STOP = 3'b011;
localparam WAIT = 3'b100;
reg [$clog2(CLKS_PER_BIT)-1:0] r_clk_count;
reg [$clog2(WORD_LENGTH)-1:0] r_bit_index; 
reg [2:0] state = IDLE;
reg r_rx_valid;
reg [WORD_LENGTH-1:0] r_rx_byte;
always @(posedge i_clk or negedge i_rst_n)
    begin
        if(~i_rst_n) begin
        end
        else begin
            r_clk_count <= r_clk_count + 1;
            case(state)
                IDLE:
                    begin
                        r_clk_count <= 0;
                        r_rx_valid <= 1'b0;
                        r_bit_index <= 0;
                        if(i_rx_serial == 1'b0)
                            state <= RX_START;
                        else
                            state <= IDLE;
                    end
                RX_START:
                    begin
                        if(r_clk_count == (CLKS_PER_BIT-1)/2) begin
                            if(i_rx_serial == 1'b0) begin
                                state <= RX_DATA;
                                r_clk_count <= 0;
                            end else
                                state <= IDLE;
                        end else
                            state <= RX_START;
                    end 
                RX_DATA:
                    begin
                        if(r_clk_count < CLKS_PER_BIT-1)
                            state <= RX_DATA;
                        else begin
                            r_clk_count <= 0;
                            r_bit_index <= r_bit_index + 1;
                            r_rx_byte[r_bit_index] <= i_rx_serial;
                            if(r_bit_index < 7)
                                state <= RX_DATA;
                            else begin
                                r_bit_index <= 0;
                                state <= RX_STOP;
                            end
                        end
                    end
                RX_STOP:
                    begin
                        if(r_clk_count < CLKS_PER_BIT-1)
                            state <= RX_STOP;
                        else begin
                            r_clk_count <= 0;
                            state <= WAIT;
                            r_rx_valid <= 1'b1;
                        end
                    end
                WAIT:
                    begin
                        r_rx_valid <= 1'b0;
                        state <= IDLE;
                    end 
                default:
                    state <= IDLE;
            endcase       
        end
    end
    assign o_rx_valid = r_rx_valid;
    assign o_rx_byte = r_rx_byte;
endmodule
### /design/flow/run.sh
#!/bin/bash
# OpenROAD 26Q1-2900-gdf79404cd8, Yosys 0.63+post, stock flow scripts
make -C /OpenROAD-flow-scripts/flow DESIGN_CONFIG=/design/flow/config.mk WORK_HOME=/design/flow/orfs finish
==> impl_metrics.yaml <==
# yosys + openroad results
grt:
  grt_pass1_vias: 2399
  grt_pass1_wl_um: 10980
  grt_overflow: 0
  grt_use_total_pct: 10.71
  antenna_found_initial: 0
  grt_max_degree: 25
drt:
  wl_per_cell_um: 10.86
  dr_wl_met3_um: 230
  ant_nets: 0
  firstDrtPassIters: 4
  num_vias: 2573
  drt_iter0_drc: 157
  viasPerCell: 4.678
  antenna_cells: 0
  wl_met1_um: 3059
  wl_met2_um: 2613
  wl_um: 5973
  dr.max_layer_used: "met4"
  drc_errors: 0
placed_design:
  place_area_sq_um: 3837
  dp_hpwl_um: 4176
  gp_congestion: 0.8203
  port_buffers: 17
  dpl_worst_slack_ps: 1244
timing:
  setup-tns-final_ps: 0
  fin_crit_ps: 2440
  setup_ws_ps: 1560
  setup_viol: 0
  clock.fmax_ghz: 0.4098
  period_used_pct: 61.00
  untimed_endpoints: 10
  hold_viol: 0
  rsz0062_at_grt: "no"
  unclocked_regs: 2
  slew_violations: 0
  tightest_slew_ps: 960.6
  fin_skew_ps: 6.413
  slew_headroom_pct: 34.30
layout:
  design_area_sq_um: 4133
  syn2layout_area_growth_pct: 16.10
  final_core_util_pct: 36.04
  drive_above_1_share_pct: 8.108
clock_network:
  clockRootBuffer: "clkbuf_16"
  hold_buffers: 0
  cts_max_level: 3
  cts_buffers: 9
  ctsLongestPathBuffers: 2
  post_cts_buffers: 0
  cts.repair.resized: 0
  clk_pin_slew_worst_paths_ps: 50
  clk_latency_ps: 320
  cts_tree: "built"
setup_path:
  crit_path_max_fanout: 14
  worstPathArrival_ps: 2380
  reg2reg_setup_slack_ps: 1660
  cp.required_ps: 3940
  worstSetupStartpoint: "i_rst_n"
  startpoint_type: "input port"
  critPathKind: "in2reg"
  r2r-start: "uart_rx_inst.r_clk_count[0]$_DFFE_PP_"
  path_cells: "clkdlybuf4s50_1 > buf_4 > inv_1 > a2111oi_0"
  cp_slowest_cell: "a2111oi_0"
  cp_slowest_stage_delay_ps: 850
  endpoint_kind: "flip-flop"
logic_synthesis:
  ys_cells: 388
  ys_dominant_reg_cell: "dfxtp_1"
  post_synth_num_cell_types: 52
  async_flop_share_pct: 0
  numSynthFlops: 66
  synth_cells: 388
  seq_area_frac_synth_pct: 44.15
  avgSynthCellArea_sq_um: 9.174
  syn_area_sq_um: 3560
  edf_count: 25
  ys_area_sq_um: 3560
  ys_warn_count: 4
worst_hold_path:
  hp-class: "reg2reg"
  hp-start: "clock_divider_inst1.counter_value[31]$_SDFF_PN0_"
pwr:
  internal_power_mw: 1.205
  powerDensity_nw_per_um2: 366.7
  comb_power_share_pct: 3.5
  ir_worst_vdd_v: 0.0002062
  p_leak_nw: 1.492
  pwr-share-clk_pct: 49.5
  sequentialPowerShare_pct: 46.9
  swShare_pct: 20.47
  power.net_switching_mw: 0.3103
die:
  fp.dieH_um: 110.9
  fp-row-count: 39
  dieArea_sq_um: 12310
  initCoreUtil_pct: 31.04
  io_pins: 18
  core_sq_um: 11470
  die_w_um: 110.9
run_status:
  status: "complete, no violations"
job:
  warnings: 39
  cap_viol_max_count: 0
per-layer routing:
layer  vias up  track usage (%)
li1       1343                -
met1      1183            16.29
met3         5            2.508
met5         -                0
met2        42            16.52
met4         0            1.156
critical path, delay by kind of cell:
family | cells | cell delay, ps
AND-OR/OR-AND | 1 | 850
buffers and inverters | 3 | 730
sequential cells by signal, summed over array words and instances (netlist names):
| name | count |
|---|---|
| binary_to_7segment_inst.r_hex_encoding | 7 |
| clock_divider_inst1.counter_value | 32 |
| clock_divider_inst1.r_divided_clk | 1 |
| r_refresh_counter | 2 |
| uart_rx_inst.r_bit_index | 3 |
| uart_rx_inst.r_clk_count | 10 |
| uart_rx_inst.r_rx_byte | 8 |
| uart_rx_inst.state | 3 |
Yosys cell counts, types with 2 or more instances:
master    number  area (sq um)
inv_1         34         127.6
a21oi_1        9         45.04
and3_1         2         12.51
o31ai_1        4         30.03
xnor2_1       31         271.5
or3_1          3         18.77
and4_1         4         35.03
nor2b_1        2         12.51
buf_4          4         30.03
dfxtp_1       41         820.8
nand2_1       33         123.9
a31oi_1        2         12.51
nor4_1        10         62.56
nand3_1       20         100.1
nor4_4         2         42.54
clkbuf_2       2         10.01
edfxtp_1      25         750.7
nor2_2         2         12.51
o22a_1         2         17.52
clkbuf_1       8         30.03
nand4_1        5         31.28
nor2_1        59         221.5
buf_6          2         22.52
ha_1          19         237.7
nor3_2         3         30.03
xor2_1         9         78.83
nor3_1        13         65.06
o21ai_0       12         60.06
mux2i_1        2         20.02
nand3b_1       2         15.01
through the flow:
step                power, mW  hold WS, ps  cells
floorplan              0.7618        405.2    388
global placement       0.7761        433.5    534
detailed placement     0.7772        443.9    534
CTS                     1.538        454.4    550
global route            1.575        475.9    550
finish                  1.516        447.7    550
final timing paths:
kind / end / cells past startpoint
min: clock_divider_inst1.counter_value[31]$_SDFF_PN0_ / 2
min reg2reg: clock_divider_inst1.counter_value[31]$_SDFF_PN0_ / 2
max: uart_rx_inst.r_bit_index[0]$_SDFFCE_PP0P_ / 4
max reg2reg: uart_rx_inst.r_bit_index[0]$_SDFFCE_PP0P_ / 5
power groups by stage:
stage / combinational [mW] / sequential [mW] / clock [mW]
CTS: 0.0534 / 0.711 / 0.773
global route: 0.0609 / 0.714 / 0.800
finish: 0.0532 / 0.712 / 0.751
cell families (layout without fill, tap and decap cells):
group                    count (synthesis)  after routing  share of synthesized area (%)
XOR/XNOR                                40             40                          9.842
AND/OR/NAND/NOR                        171            171                          24.96
flip-flops                              66             66                          44.15
buffers and inverters                   51             70                          6.327
adder cells (fa/ha/maj)                 19             19                          6.678
multiplexers                             4              4                          1.511
AND-OR/OR-AND                           37             37                          6.538
area by class of cell:
cell class                 instances  area [sq um]
timing repair buffer              20         192.7
fill                            1111          7335
clock buffer                      14         285.3
inverter                          34         127.6
tap                              143         178.9
sequential                        66          1572
multi-input combinational        271          1767
clock inverter                     2         10.01
layout by cell type, fill, tap and decap left out, types with 2 or more instances in the layout:
cell type | Yosys | layout
clkbuf_16 | 0 | 10
buf_4 | 4 | 3
and3_1 | 2 | 2
nand4_1 | 5 | 5
and4_1 | 4 | 4
a21oi_1 | 9 | 8
clkbuf_1 | 8 | 2
nand3b_1 | 2 | 2
nor3_1 | 13 | 13
nand2_1 | 33 | 33
nor2b_1 | 2 | 2
nor2_2 | 2 | 2
o22a_1 | 2 | 2
mux2i_1 | 2 | 2
clkdlybuf4s50_1 | 0 | 17
o31ai_1 | 4 | 4
or3_1 | 3 | 3
edfxtp_1 | 25 | 25
dfxtp_1 | 41 | 41
ha_1 | 19 | 19
xnor2_1 | 31 | 31
nor4_4 | 2 | 2
clkinv_2 | 0 | 2
inv_1 | 34 | 34
clkbuf_8 | 0 | 2
o21ai_0 | 12 | 12
a31oi_1 | 2 | 2
nor2_1 | 59 | 59
xor2_1 | 9 | 9
nand3_1 | 20 | 20
nor3_2 | 3 | 3
nor4_1 | 10 | 10
No activity file was given, so power comes from the tool's default toggle rates.
